`flow/run.sh`:
```
#!/bin/bash
# OpenROAD 26Q1-2900-gdf79404cd8, Yosys 0.63+post, stock flow scripts
make -C /OpenROAD-flow-scripts/flow DESIGN_CONFIG=/design/flow/config.mk WORK_HOME=/design/flow/orfs finish
```
`flow/constraint.sdc`:
```
current_design vga_sync

set clk_period 1.3
set clk_io_pct 0.2

create_clock -name clk0 -period $clk_period [get_ports {clk}]

set non_clock_inputs [all_inputs -no_clocks]
set_input_delay [expr $clk_period * $clk_io_pct] -clock clk0 $non_clock_inputs
set_output_delay [expr $clk_period * $clk_io_pct] -clock clk0 [all_outputs]
```
`flow/config.mk`:
```
export PLATFORM = sky130hd
export DESIGN_NAME = vga_sync
export DESIGN_NICKNAME = vga_sync
export VERILOG_FILES = /design/flow/design.v
export SDC_FILE = /design/flow/constraint.sdc
export NUM_CORES = 4
export LEC_CHECK = 1
export CORE_AREA = 10 10 92 92
export DIE_AREA = 0 0 102 102
```
`flow/design.v`:
```
`timescale 1 ns / 100 ps
module vga_sync (
    input clk,_rst,   
    output _hsync, _vsync, video_on, p_tick,
    output [9:0] pixel_x, pixel_y
    );
    localparam HD = 640;  
    localparam HB = 48;   
    localparam HF = 16;   
    localparam HR = 96;   
    localparam VD = 480;   
    localparam VF = 10;   
    localparam VB = 33;   
    localparam VR = 2;   
    reg [1:0] mod4_cnt;
    reg [9:0] hcnt, vcnt;
    wire h_end,v_end;
    always@(posedge clk, negedge _rst )
        if (~_rst ) begin
            mod4_cnt <= 2'b00;
        end
        else begin
            mod4_cnt <= mod4_cnt + 1'b1;
        end
    assign p_tick = mod4_cnt[1];  
    assign h_end = (hcnt >= (HD+HF+HB+HR-1));  
    assign v_end = (vcnt >= (VD+VF+VB+VR));  
    always@(posedge p_tick, negedge _rst ) begin
		if (~_rst) begin
            hcnt <= 0;
            vcnt <= 0;
		end else begin
        if (h_end) begin
            hcnt <= 10'b0;
            vcnt <= vcnt + 1'b1;
        end
        else
            hcnt <= hcnt + 1'b1;
        if (v_end)
            vcnt <= 10'b0;
		end
    end
    assign _hsync = ( (hcnt <= (HD+HF)) || (hcnt >= (HD+HF+HR)) );
    assign _vsync = ( ( vcnt <= (VD+VF)) || (vcnt >= (VD+VF+VR)) );
	assign video_on = (hcnt <= (HD-1)) && (vcnt <= (VD-1));
    assign pixel_x = (hcnt <= (HD-1) ) ? hcnt:10'b11_1111_1111;
    assign pixel_y = (vcnt <= (VD-1) ) ? vcnt:10'b11_1111_1111;
endmodule
```
==> results.json <==
{
  "power_frac_seq": 0.195,
  "synthArstFlopShare": 1.00,
  "untimed_endpoints": 43,
  "edf_count": 0,
  "dr.pass1.iters": 4,
  "common_cells": "dfrtp_1, nor2_1, nand2_1",
  "synthesis.instances": 146,
  "num_io_pins": 26,
  "fillCellCount": 688,
  "ys_seq_share": 0.415,
  "cts-root-buf": "clkbuf_8",
  "grt_usage": 0.0592,
  "busiest_layer": "met2",
  "fp_util": 0.205,
  "warnings": 29,
  "worst_pin_slew_ns": 0.603,
  "synth_stat.cells": 146,
  "top_cell_area_share": 0.415,
  "dp_hpwl_mm": 2.24,
  "drt_wl_total_mm": 2.84,
  "hold_ws_ns": 0.232,
  "hold_violations": 0,
  "clkTransAtPathRegs_ns": 0.03,
  "p_int_mw": 0.262,
  "core-area_um2": 6460,
  "die_w_um": 102,
  "fin_worst_skew_ns": 0.00104,
  "power_density_nw_per_um2": 188,
  "p_leak_nw": 0.768,
  "p_sw_mw": 0.0570,
  "crit_path_end_kind": "primary output",
  "critPathLaunchType": "flip-flop",
  "grt_pass1_vias": 1095,
  "crit_type": "flip-flop to primary output",
  "vdd.ir_drop.worst_v": 0.000535,
  "hold_path.class": "input port to async pin",
  "drive_above_1_share": 0.0769,
  "worstPathCellList": "dlymetal6s2s_1",
  "synth_area_um2": 1330,
  "worst-path-buf-inv": 1,
  "setup_viol": 0,
  "areaGrowthSynthToFinish_pct": 28.2,
  "synth-area-yosys_um2": 1330,
  "wl_per_cell_um": 11.5,
  "ys.warnings.count": 1,
  "arrival_ns": 0.70,
  "grt_pass1_wl_mm": 5.20,
  "insertion_delay_ns": 0.21,
  "dp_slack_ns": 0.249,
  "rows": 29,
  "postRouteAntennaNets": 0,
  "tns_ns": 0,
  "drv_cap": 0,
  "critPathMaxFanout": 2,
  "max_freq_mhz": 1050,
  "cts_tree": "done",
  "use_met1": 0.0805,
  "ys.flops": 22,
  "route.vias.total": 1033,
  "maxSlewViolCount": 0,
  "worst-path-stages": 1,
  "met2_usage": 0.0978,
  "vias_per_cell": 4.20,
  "syn_area_per_cell_um2": 9.08,
  "synth_top_cell_by_area": "dfrtp_1",
  "diodes": 0,
  "outcome": "finished, final reports clean",
  "io_buffer_count": 25,
  "finalClockPeriodUsage": 0.736,
  "clkPwrFrac": 0.750,
  "cts_setup_buffers": 0,
  "ys.flop_type": "dfrtp_1",
  "fin_ws_ns": 0.343,
  "synthTopCellsByArea": "dfrtp_1, xnor2_1, ha_1, nor2_1, nand2_1",
  "antenna_found_initial": 0,
  "worstPathRequired_ns": 1.04,
  "unclocked_pins": 20,
  "swShare": 0.179,
  "slowest_stage": "dfrtp_1",
  "cts_buffer_depth": 2,
  "most_common_cell": "dfrtp_1",
  "use_met3": 0.0136,
  "first_iter_violations": 70,
  "grt_max_degree": 22,
  "critPathMaxStageDelay_ns": 0.36,
  "crit_family": "flip-flops",
  "power_frac_comb": 0.055,
  "slew_headroom": 0.597,
  "ys_types": 35,
  "drcViolationCount": 0,
  "gp_congestion": 0.825,
  "chipHeight_um": 102,
  "r2r_cells": 2,
  "cts_buffers": 3,
  "grt_overflow": 0,
  "rsz0062_at_grt": "false",
  "die_area_um2": 10400,
  "htree_num_levels": 1,
  "period_needed_ns": 0.957
}
[layout make-up]
cell class              instances  area, um2  area share
multi-input cells             110        718       0.422
flip-flops and latches         22        551       0.324
inverters                       7       26.3      0.0155
repair buffers                 27        268       0.157
clock buffers                   3       41.3      0.0243
well taps                      77       96.3      0.0567
[power groups by stage]
stage / Combinational (mW) / Sequential (mW) / Clock [mW]
final: 0.0177 / 0.0621 / 0.239
after global routing: 0.0207 / 0.0621 / 0.256
after CTS: 0.0190 / 0.0621 / 0.248
[worst paths after layout]
kind / slack, ns / startpoint / to
worst max-delay path: 0.34 / mod4_cnt[1]$_DFF_PN0_ / p_tick
worst max register to register: 0.46 / mod4_cnt[1]$_DFF_PN0_ / mod4_cnt[1]$_DFF_PN0_
max in group asynchronous: 0.93 / _rst / mod4_cnt[0]$_DFF_PN0_
worst min-delay path: 0.23 / _rst / mod4_cnt[1]$_DFF_PN0_
min in group clk0: 0.45 / mod4_cnt[0]$_DFF_PN0_ / mod4_cnt[0]$_DFF_PN0_
worst min register to register: 0.45 / mod4_cnt[0]$_DFF_PN0_ / mod4_cnt[0]$_DFF_PN0_
[state kept, by name (all words and copies together), names as in the netlist]
register / count
hcnt: 10
mod4_cnt: 2
vcnt: 10
[cells in the final DEF, fill, tap and decap left out, drive strengths merged]
cell type / count
o211a: 1
a2111o: 1
nand2: 15
nor3: 2
nand3: 7
xor2: 4
inv: 7
buf: 2
and3: 2
a41oi: 1
clkbuf: 3
o21ai: 4
mux2i: 1
a211o: 1
dlymetal6s2s: 1
and2b: 1
nand4b: 1
a2111oi: 1
a21oi: 7
nor2b: 4
nand2b: 8
and2: 1
nand4: 4
ha: 6
dfrtp: 22
clkdlybuf4s50: 24
a211oi: 4
or2: 4
or3: 1
or4: 1
xnor2: 10
nor2: 17
and4: 1
[timing repair]
item | 4_1_cts | 5_1_grt
endpoints found under the setup margin | 0 | 1
hold buffers | 0 | 0
resized | 0 | 1
[kinds of logic after synthesis]
family          synth area share
compound gates             0.108
xor+xnor                  0.0924
fa+ha+maj                 0.0566
buf+inv                   0.0434
flops                      0.415
mux                      0.00755
simple gates               0.277
[layer usage]
metal,up-vias,wire length [um]
li1,542,-
met4,0,10
met1,470,1350
met5,-,0
met2,19,1320
met3,2,152
[through the flow]
| stage | util | power [mW] | cell area (um2) | cells |
|---|---|---|---|---|
| final | 0.263 | 0.319 | 1700 | 246 |
| after global placement | 0.256 | 0.0809 | 1660 | 243 |
| after global routing | 0.263 | 0.339 | 1700 | 246 |
| after floorplan | - | 0.0630 | 1330 | 146 |
| after detailed placement | 0.256 | 0.0819 | 1660 | 243 |
| after CTS | 0.263 | 0.329 | 1700 | 246 |
Power and IR drop assume default switching activity.
