===== design/flow/design.v =====
`timescale 1 ms / 100 us
module display_mux(
    input clk, rst,
    input [15:0] data,
    output reg [7:0] an,
    output [7:0] led
    );
    localparam N = 20;
    reg [N-1:0] q;
    reg [3:0] hex;
    always@(posedge clk) begin
        q <= q + 1'b1;
        end
    always@(data)
        case (q[N-1:N-2])  
            2'b00: begin
             an = 8'b1111_1110;
             hex = data[3:0];
             end
            2'b01: begin 
             an = 8'b1111_1101;
             hex = data[7:4];
             end
            2'b10: begin 
             an = 8'b1111_1011;
             hex = data[11:8];
             end
            2'b11: begin
             an = 8'b1111_0111;
             hex = data[15:12];
             end
        endcase
    nexys4_7segLED display_hex(.hex(hex),.segs(led));
endmodule
module nexys4_7segLED (
    input [3:0] hex,      
    input dot,
    output reg [7:0] segs       
    );  
    always@(hex) begin
        case (hex)               
            4'h0: segs[6:0] = ~7'b111_1110;
            4'h1: segs[6:0] = ~7'b011_0000;
            4'h2: segs[6:0] = ~7'b110_1101;
            4'h3: segs[6:0] = ~7'b111_1001;
            4'h4: segs[6:0] = ~7'b011_0011;
            4'h5: segs[6:0] = ~7'b101_1011;
            4'h6: segs[6:0] = ~7'b101_1111;
            4'h7: segs[6:0] = ~7'b111_0000;
            4'h8: segs[6:0] = ~7'b111_1111;
            4'h9: segs[6:0] = ~7'b111_0011;
            4'ha: segs[6:0] = ~7'b111_0111;
            4'hb: segs[6:0] = ~7'b001_1111;
            4'hc: segs[6:0] = ~7'b100_1110;
            4'hd: segs[6:0] = ~7'b011_1101;
            4'he: segs[6:0] = ~7'b100_1111;
            default: segs[6:0] = ~7'b100_0111;
        endcase
        segs[7] = dot;
        end
endmodule

===== design/flow/config.mk =====
export PLATFORM = sky130hd
export DESIGN_NAME = display_mux
export DESIGN_NICKNAME = display_mux
export VERILOG_FILES = /design/flow/design.v
export SDC_FILE = /design/flow/constraint.sdc
export NUM_CORES = 4
export LEC_CHECK = 1
export CORE_AREA = 10 10 94 94
export DIE_AREA = 0 0 104 104

===== design/flow/run.sh =====
#!/bin/bash
# OpenROAD 26Q1-2900-gdf79404cd8, Yosys 0.63+post, stock flow scripts
make -C /OpenROAD-flow-scripts/flow DESIGN_CONFIG=/design/flow/config.mk WORK_HOME=/design/flow/orfs finish

===== design/flow/constraint.sdc =====
current_design display_mux

set clk_period 3.7
set clk_io_pct 0.2

create_clock -name clk0 -period $clk_period [get_ports {clk}]

set non_clock_inputs [all_inputs -no_clocks]
set_input_delay [expr $clk_period * $clk_io_pct] -clock clk0 $non_clock_inputs
set_output_delay [expr $clk_period * $clk_io_pct] -clock clk0 [all_outputs]

==> impl_metrics.env <==
# source this file to load flow results
export IMPL_port_buffers=27
export IMPL_fp_utilization_pct=17.1
export IMPL_drt_first_pass_iters=4
export IMPL_grt_overflow=0
export IMPL_ios=34
export IMPL_drive_above_1_share_pct=12.3
export IMPL_busiest_layer="met2"
export IMPL_yosys_stat_cells=117
export IMPL_pre_cts_ws_ns=-0.000188
export IMPL_globalplace_congestion=0.814
export IMPL_route_antenna_diode_count=0
export IMPL_tritoncts_num_buffers=3
export IMPL_grt_max_degree=12
export IMPL_cts_buffer_depth=2
export IMPL_warnings=31
export IMPL_die_h_microns=104
export IMPL_grt_pass1_wl_microns=4070
export IMPL_clockRootBuffer="clkbuf_8"
export IMPL_antenna_found_initial=0
export IMPL_synth_xor_area_share_pct=13.5
export IMPL_cp_data_required_time_ns=2.96
export IMPL_dpl_hpwl_microns=1930
export IMPL_ant_nets=0
export IMPL_min_period_ns=3.66
export IMPL_postLayoutCellArea_sq_um=1580
export IMPL_die_x_microns=104
export IMPL_grt_met3_usage_pct=1.32
export IMPL_worstSetupPathType="in2out"
export IMPL_synthTopLogicFamily="simple AND/OR/NAND/NOR gates"
export IMPL_worstPathCellList="clkdlybuf4s50_1 -> mux4_2 -> inv_2 -> ha_1 -> mux4_2 -> clkdlybuf4s50_1"
export IMPL_via_count=892
export IMPL_finalSetupViolations=0
export IMPL_crit_buf_inv=3
export IMPL_cpMaxStageDelayCell="mux4_2"
export IMPL_max_cap_violations=0
export IMPL_grt_pass1_vias=874
export IMPL_largest_register="q"
export IMPL_grt_usage_pct=4.33
export IMPL_fmax_mhz=274
export IMPL_cts_clk_slew_worst_paths_ns=0.07
export IMPL_vias_per_cell=3.69
export IMPL_largest_register_ffs=20
export IMPL_drt_iter0_drc=44
export IMPL_status="complete, no violations"
export IMPL_grt_setup_unrepaired="yes"
export IMPL_synth_area_sq_um=1170
export IMPL_lay_top_count="clkdlybuf4s50_1"
export IMPL_rrSetupSlack_ns=1.82
export IMPL_synth_cell_types=32
export IMPL_dpl_cell_area_sq_um=1530
export IMPL_tritoncts="built"
export IMPL_cpPeakStageDelay_ns=0.54
export IMPL_drc=0
export IMPL_hp_class="reg2reg"
export IMPL_use_met1_pct=6.24
export IMPL_worst_pin_slew_ns=0.754
export IMPL_synth_cells=117
export IMPL_p_leak_nw=0.569
export IMPL_htree_num_levels=1
export IMPL_nFillCells=734
export IMPL_core_area_sq_um=6830
export IMPL_post_route_period_util_pct=98.8
export IMPL_ys_ff=20
export IMPL_dieArea_sq_um=10800
export IMPL_cp_top_family="multiplexers"
export IMPL_crit_path_end_kind="output pin"
export IMPL_ys_area_sq_um=1170
export IMPL_wire_per_inst_microns=9.80
export IMPL_aoi_share_pct=5.24
export IMPL_syn_area_per_cell_sq_um=10.0
export IMPL_layout_area_seq_sq_um=400
export IMPL_cts_hold_buf=0
export IMPL_async_reset_ff_share_pct=0
export IMPL_ys_seq_share_pct=34.2
export IMPL_logic_area_sq_um=689
export IMPL_irDropWorstVdd_v=0.000204
export IMPL_startpoint_type="primary input"
export IMPL_insertion_delay_ns=0.25
export IMPL_timing_slew_headroom_pct=49.3
export IMPL_largest_registers="q: 20 flops"
export IMPL_hold_viol=0
export IMPL_cts_sink_count=20
export IMPL_pwr_density_cell_nw_per_um2=275
export IMPL_synthMuxAreaShare_pct=13.5
export IMPL_yosysWarnings=3
export IMPL_drt_total_wl_microns=2370
export IMPL_cp_data_arrival_time_ns=2.92
export IMPL_simple_gate_area_share_pct=17.6
export IMPL_worst_slack_ns=0.0446
export IMPL_rows=30
export IMPL_drv_slew=0
export IMPL_path_max_fanout=4
export IMPL_adder_share_pct=7.49
export IMPL_fin_worst_skew_ns=0.00156
export IMPL_synthFlopType="dfxtp_1"
export IMPL_syn_to_final_growth_pct=35.4
export IMPL_grt_use_met2_pct=6.58
export IMPL_edf_count=0
export IMPL_lay_top_cells="clkdlybuf4s50_1, dfxtp_1, nand2_1, xnor2_1"
synth_stat cells, types with 2 or more instances:
library cell | n | area (sq um)
and4_1 | 3 | 26.3
o22ai_1 | 2 | 12.5
nand4_1 | 4 | 25.0
xor2_1 | 6 | 52.6
inv_1 | 7 | 26.3
xnor2_1 | 12 | 105
ha_1 | 7 | 87.6
mux2_2 | 2 | 22.5
buf_4 | 5 | 37.5
buf_6 | 2 | 22.5
nand2_1 | 12 | 45.0
conb_1 | 2 | 7.51
mux4_2 | 6 | 135
o21a_1 | 2 | 15.0
nor2_1 | 3 | 11.3
nand3_1 | 7 | 35.0
dfxtp_1 | 20 | 400
power breakdown:
| group | internal [mW] | switching (mW) | leakage, nW | total (mW) |
|---|---|---|---|---|
| Clock | 0.0945 | 0.0675 | 0.0288 | 0.162 |
| Sequential | 0.215 | 0 | 0.161 | 0.215 |
| Combinational | 0.0406 | 0.0179 | 0.379 | 0.0585 |
kinds of logic (layout without fill, tap and decap cells):
group           count (synthesis)  in the layout
mux                             8              8
compound gates                  9              9
simple gates                   38             38
xor+xnor                       18             18
other cells                     2              5
buf+inv                        15             41
flops                          20             20
fa+ha+maj                       7              7
stage by stage:
step	util (%)	power (mW)	TNS [ns]	hold WS [ns]	instances
after global routing	23.2	0.457	-0.00974	0.444	242
after detailed placement	22.4	0.279	-0.000188	0.415	238
final	23.2	0.436	0	0.431	242
after global placement	22.4	0.279	0	0.415	238
after floorplan	-	0.247	0	0.394	120
after CTS	23.2	0.440	0	0.432	242
final timing paths:
check	start	end	cells after the start
worst min-delay path	q[0]	q[0]	1
worst min register to register	q[0]	q[0]	1
worst max-delay path	data[12]	led[3]	6
worst max register to register	q[0]	q[14]	5
layout make-up:
cell class / instances / area share [%]
Inverter: 7 / 1.66
Multi-Input combinational cell: 85 / 43.5
Clock buffer: 4 / 3.48
Tap cell: 96 / 7.58
Sequential cell: 20 / 25.3
Timing Repair Buffer: 30 / 18.5
timing repair:
| action | 4_1_cts | 5_1_grt |
|---|---|---|
| hold endpoints to repair | 0 | 0 |
| gates resized | 1 | 0 |
| buffers inserted | 0 | 0 |
| endpoints found under the setup margin | 1 | 1 |
| pin swaps | 0 | 0 |
routing by layer:
metal / up-vias / share of wire (%)
met5: - / 0
met4: 0 / 0
met3: 0 / 4.9
met2: 27 / 43
met1: 411 / 52
li1: 454 / -
No activity file was given, so power comes from the tool's default toggle rates.
